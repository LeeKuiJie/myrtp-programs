==> design/flow/design.v <==
module mod14_counter (
    input clk,
    input rst_n,  
    output reg [3:0] count
);
always @(posedge clk or negedge rst_n) begin
    if (!rst_n) begin
        count <= 4'd0;  
    end else begin
        if (count == 4'd13) begin
            count <= 4'd0;  
        end else begin
            count <= count + 4'd1;  
        end
    end
end
endmodule
==> design/flow/run.sh <==
#!/bin/bash
# OpenROAD 26Q1-2900-gdf79404cd8, Yosys 0.63+post, stock flow scripts
make -C /OpenROAD-flow-scripts/flow DESIGN_CONFIG=/design/flow/config.mk WORK_HOME=/design/flow/orfs finish
==> design/flow/config.mk <==
export PLATFORM = sky130hd
export DESIGN_NAME = mod14_counter
export DESIGN_NICKNAME = mod14_counter
export VERILOG_FILES = /design/flow/design.v
export SDC_FILE = /design/flow/constraint.sdc
export NUM_CORES = 4
export LEC_CHECK = 1
export CORE_AREA = 10 10 70 70
export DIE_AREA = 0 0 80 80
export SYNTH_HDL_FRONTEND = slang
==> design/flow/constraint.sdc <==
current_design mod14_counter

set clk_period 1.8
set clk_io_pct 0.2

create_clock -name clk0 -period $clk_period [get_ports {clk}]

set non_clock_inputs [all_inputs -no_clocks]
set_input_delay [expr $clk_period * $clk_io_pct] -clock clk0 $non_clock_inputs
set_output_delay [expr $clk_period * $clk_io_pct] -clock clk0 [all_outputs]
==> qor.yml <==
sta:
  period_used_pct: 85.1
  setup_slack_ns: 0.269
  layout_min_cycle_time_ns: 1.53
  relSlewSlack_pct: 87.2
  setup_viol: 0
  whs_ns: 0.323
  fmax_ghz: 0.653
  rsz0062_at_grt: "no"
  fin_tns_setup_ns: 0
  slew_violations: 0
  finalClockSkew_ns: 0.00292
  tightest_slew_ns: 0.190
  hold_viol: 0
logic_synthesis:
  yosys_area_um2: 163
  syn_inst: 13
  ys_cells: 13
  ys_warn_count: 0
  synthesis.area_um2: 163
  ys_types: 9
  syn_area_per_cell_um2: 12.5
  yosysSeqAreaShare_pct: 61.5
  ys.flops: 4
drt:
  dr_total_vias: 137
  initialDrtViolationCount: 2
  ant_nets: 0
  antenna_cells: 0
  via_per_inst: 2.04
  totalWireLength_um: 430
  dr.pass1.iters: 2
  drcViolationCount: 0
  wl_per_cell_um: 6.42
worst_setup_path:
  critical_path_class: "reg -> out"
  required_ns: 1.44
  crit_path_start_kind: "flip-flop"
  crit_arrival_ns: 1.17
  cp_top_family: "buffers and inverters"
  worst-path-max-fanout: 6
  cp_num_buf_inv: 1
  end_kind: "output port"
  path_cells: "clkdlybuf4s50_1"
  max_stage_delay_ns: 0.52
  cpMaxStageDelayCell: "clkdlybuf4s50_1"
placement:
  portBuffers: 5
  gp_congestion: 0.679
  dp_slack_ns: 0.520
cells_and_area:
  largestRegisters: "count x4"
  largest_reg_flops: 4
  drive_above_1_share_pct: 23.8
  syn_to_final_growth_pct: 80.0
  top_register: "count"
  layout_top_cells: "5 x clkdlybuf4s50_1, 4 x dfrtp_1, 3 x clkbuf_4, 2 x mux2_2"
  lay_top_count: "clkdlybuf4s50_1"
  fin_util_pct: 8.57
cts:
  post_cts_buffers: 0
  cts_tree: "yes"
  postCtsHoldBufs: 0
  clkLatencyLatePin_ns: 0.24
  clkTransAtPathRegs_ns: 0.04
  clock-sinks: 4
  cts_resized: 0
  cts_made_buffers: 3
  clock-root-buffer: "clkbuf_4"
  clockBufferDepth: 2
  cts_max_level: 1
power:
  ir_worst_vdd_mv: 0.357
  fin_total_pwr_mw: 0.206
  power_leakage_nw: 0.0983
  power.density_nw_per_um2: 703
grt:
  grt_overflow: 0
  antenna_found_initial: 0
  grt_max_degree: 7
  grt_pass1_vias: 133
  track_usage_pct: 1.42
  grt_pass1_wl_um: 683
job:
  warning_count: 25
  cap_violations: 0
die:
  floorplan.core_util_pct: 4.76
  ios: 6
  fp.coreArea_um2: 3420
  chip_area_um2: 6400
  die_y_um: 80
  core.rowCount: 21
  die_w_um: 80
status:
  status: "finished clean"
worst_hold_path:
  hold_path.class: "in -> async"
==> cell type report <==
type                    instances  area (um2)
clock buffers                   3        22.5
fillers                       409        3120
inverters                       1        3.75
multi-input cells               8        58.8
flip-flops and latches          4         100
well taps                      46        57.6
repair buffers                  5        50.0
==> routing by layer <==
layer	share of wire, %	up-vias	GRT usage (%)
li1	-	62	-
met1	58	67	2.01
met2	31	8	1.36
met3	10	0	1.25
met4	0	0	0.528
met5	0	-	0
==> cells by family after synthesis <==
group / after synthesis / share of synthesized area (%)
DFF: 4 / 61.5
buffers and inverters: 1 / 2.31
and+or+nand+nor: 3 / 10.8
AOI/OAI and AO/OA: 3 / 11.5
muxes: 2 / 13.8
==> worst paths after layout <==
| kind | cells after the start | from | slack, ns | endpoint |
|---|---|---|---|---|
| hold / removal | 1 | rst_n | 0.32 | count[3] |
| hold reg to reg | 1 | count[0] | 0.53 | count[0] |
| setup / recovery | 1 | count[0] | 0.27 | count[0] |
| min in group clk0 | 1 | count[0] | 0.53 | count[0] |
| max in group asynchronous | 1 | rst_n | 1.31 | count[0] |
| setup reg to reg | 2 | count[0] | 0.85 | count[3] |
==> through the flow <==
step | instance area (um2) | cells
final | 293 | 67
after floorplan | 163 | 13
after global routing | 293 | 67
after global placement | 270 | 64
after detailed placement | 270 | 64
after CTS | 293 | 67
==> Yosys cell counts <==
cell | number | area share, %
nor2b_1 | 1 | 3.8
a21oi_1 | 1 | 3.1
and2b_1 | 1 | 4.6
nand2_1 | 1 | 2.3
a22o_1 | 1 | 5.4
dfrtp_1 | 4 | 62
o21ai_0 | 1 | 3.1
mux2_2 | 2 | 14
inv_1 | 1 | 2.3
==> power by group <==
group	leakage (nW)	internal, mW	switching [mW]
sequential	0.0461	0.0904	0
combinational	0.0384	0.00193	0.00156
clock	0.0138	0.0746	0.0373
Power is estimated from default activity; no workload was simulated.
