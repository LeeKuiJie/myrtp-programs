--- /design/flow/config.mk ---
export PLATFORM = sky130hd
export DESIGN_NAME = encoder
export DESIGN_NICKNAME = encoder
export VERILOG_FILES = /design/flow/design.v
export SDC_FILE = /design/flow/constraint.sdc
export NUM_CORES = 4
export LEC_CHECK = 1
export CORE_AREA = 10 10 70 70
export DIE_AREA = 0 0 80 80
export SYNTH_HDL_FRONTEND = slang
--- /design/flow/constraint.sdc ---
current_design encoder

set clk_period 2.6
set clk_io_pct 0.2

create_clock -name clk0 -period $clk_period

set non_clock_inputs [all_inputs -no_clocks]
set_input_delay [expr $clk_period * $clk_io_pct] -clock clk0 $non_clock_inputs
set_output_delay [expr $clk_period * $clk_io_pct] -clock clk0 [all_outputs]
--- /design/flow/design.v ---
module encoder(
	input [7:0] in,
	input enable,
	output reg [2:0] out
);
always @(enable or in) begin
	if (enable) begin
		case(in)
			8'b00000001: out = 3'b000;
			8'b00000010: out = 3'b001;
			8'b00000100: out = 3'b010;
			8'b00001000: out = 3'b011;
			8'b00010000: out = 3'b100;
			8'b00100000: out = 3'b101;
			8'b01000000: out = 3'b110;
			8'b10000000: out = 3'b111;
			default: out = 3'b000;
		endcase
	end else begin
		out = 3'b000;
	end
end
endmodule
--- /design/flow/run.sh ---
#!/bin/bash
# OpenROAD 26Q1-2900-gdf79404cd8, Yosys 0.63+post, stock flow scripts
make -C /OpenROAD-flow-scripts/flow DESIGN_CONFIG=/design/flow/config.mk WORK_HOME=/design/flow/orfs finish
==> summary.txt <==
Notes on the physical design

The run finished with clean final reports. The share of power burned in the clock network is 0. The area occupied by registers is 0 sq um. The number of logged tool warnings is 32. After floorplanning, the core was sized to cover between 3000 and 4000 sq um. The critical path is of the in -> out type. The family with the most delay on the worst path is buffers and inverters.

The first global-routing pass estimated 1.01 mm of wire. The critical path startpoint category is an input pin. Traced cell by cell, the critical path runs through clkdlybuf4s50_1 > or3b_4 > nor4_2 > clkdlybuf4s50_1. From left edge to right edge, the die measures 80 um.

Across all hold checks on the routed design, the worst slack comes to 1.62 ns. The initial antenna violation count is 0. The via density per instance is 2.72.

The largest single stage delay on the critical path is 0.51 ns. In this run the vertical extent of the chip is 80 um. Per the run summary, max-cap violations total 0.

The via count is 223. The power report lists cell-internal power as 21.7 uW. Data arrives at the worst endpoint at about 2.0 ns. The number of buffers and inverters on the critical path is 2. The part of the power in registers is 0. The report lists the number of standard-cell rows as 21.

The power report puts the net switching power at 18.0 uW. Yosys attributes the largest share of cell area to sky130_fd_sc_hd__nor4b_1 (25%), sky130_fd_sc_hd__xor2_1 (15%), sky130_fd_sc_hd__a211oi_1 (13%). The port buffer count is 12.

The iteration count of the initial detailed-routing pass is 2. STA classifies the critical path endpoint as a primary output. The number of global-route vias before repair is ~200.

The critical path data required time is 2.08 ns. The cell count after synthesis came out at 22. Switching power as a fraction of the total was reported as 0.453. The number of warning messages in the yosys log is 0. Per the run report, area growth between synthesis and finish was 116%. After clock tree synthesis, the flow added hold-fix buffers numbering 0. STA reports the tightest min-delay check as being of type in -> out. The chip area line in the Yosys stat output reads 178 sq um.

The maximum number of pins on one net before global-route repair is 8. The count of nets left with antenna violations once routing finished came out at 0. The final tally of max-slew violations is 0.

In the finished layout, the clock tree contains a buffer count of 0. The final count of negative-setup-slack endpoints is 0. The total placed instance area is between 300 and 400 sq um.

Per the layout report, the design carries 408 filler cells. Based on the critical path, the design can be clocked at up to 393 MHz. The layout summary lists the proportion of cells stronger than drive strength 1 as 0.278. For reference, the final report shows the hold violation count at 0.

Before any placement, the netlist area is recorded as 178 sq um. Summed over all routing layers, the global router reports a total usage of 0.0199. The number of library cell types mapped by synthesis is 10.

The number of cell instances after yosys synthesis is 22. After floorplanning, the die was sized to cover 6400 sq um. The worst path setup slack after routing is 0.0540 ns.

The wire length reported by the detailed router is 701 um. Routability-driven placement finished with a final weighted congestion of 0.741. Along the worst path, the maximum fanout reaches 2. The actual slew at the worst max-slew pin is 0.335 ns. Counting stages on the worst path, the most repeated cell is sky130_fd_sc_hd__clkdlybuf4s50_1. The post-detailed-route wirelength per cell is 8.55 um. sky130_fd_sc_hd__nor4b_1 is the most common cell in the netlist. The post-layout period usage of the worst path is 0.979. The power per unit of standard cell area is 103 nW/um^2.

For this run, the script counts the antenna cells in the layout as 0. Checking max transition, the worst relative margin is 0.777. Subtracting the final worst setup slack from the clock period gives approximately 2.5 ns. The average instance in the mapped netlist occupies 8.08 sq um. The number of buffers inserted by post-CTS setup repair is 0.

Summed over all layers, the global routing overflow is 0. The layout sequential cell count is 0. The sequential area share after synthesis is 0. The worst slack at placement is -0.207 ns. The floorplan core density is 0.0520. The cell with the biggest individual delay on the critical path is sky130_fd_sc_hd__clkdlybuf4s50_1. The peak ir drop on the vdd network is 0.0400 mV. By count the netlist is led by sky130_fd_sc_hd__nor4b_1 (5), sky130_fd_sc_hd__a211oi_1 (3), sky130_fd_sc_hd__nor2_1 (3), sky130_fd_sc_hd__xor2_1 (3). Of the total power, combinational logic draws 1.000. Setup total negative slack on the finished layout was measured at 0 ns. The number of top-level design ports is 12. Summed over all instances, the cell type with the most area after synthesis is sky130_fd_sc_hd__nor4b_1. The final cell area excluding filler cells is approximately 380 sq um. The initial DRC count is 8. Setup repair after global routing left no endpoint under its margin. The script parses the final routing iteration and logs DRC violations as 0.

Of the post-synthesis cell area, the dominant cell type holds 0.246. Summing internal, switching and leakage power gives 39.6 uW. The cell leakage power is 0.000129 uW.
[worst min-delay path, stage by stage]
cell                             delay, ns
sky130_fd_sc_hd__dlymetal6s2s_1       0.15
sky130_fd_sc_hd__or3b_4               0.16
sky130_fd_sc_hd__nor4_2               0.04
sky130_fd_sc_hd__dlygate4sd2_1        0.23
[power groups by stage]
stage         Clock [uW]  Combinational (uW)  Sequential (uW)
finish                 0                39.6                0
global route           0                42.9                0
CTS                    0                40.1                0
[logic make-up (layout without fill, tap and decap cells)]
kind of cell / Yosys count / after routing / synth area share
AND-OR/OR-AND: 3 / 3 / 0.127
XOR/XNOR: 3 / 3 / 0.148
buffers and inverters: 2 / 16 / 0.127
AND/OR/NAND/NOR: 14 / 14 / 0.599
[path summary, 6_finish.rpt]
| path | startpoint | end | depth (start not counted) |
|---|---|---|---|
| setup / recovery | enable | out[1] | 4 |
| hold / removal | in[4] | out[0] | 4 |
[layout make-up]
type                       count  area [sq um]  area share
timing repair buffer          16           144       0.375
multi-input combinational     20           183       0.476
tap                           46          57.6       0.150
[placed cells by master, fill, tap and decap left out]
| cell | instances |
|---|---|
| sky130_fd_sc_hd__dlygate4sd2_1 | 7 |
| sky130_fd_sc_hd__clkdlybuf4s50_1 | 4 |
| sky130_fd_sc_hd__buf_4 | 4 |
| sky130_fd_sc_hd__xor2_1 | 3 |
| sky130_fd_sc_hd__nor2_1 | 3 |
| sky130_fd_sc_hd__nor4b_2 | 3 |
| sky130_fd_sc_hd__a211oi_1 | 3 |
| sky130_fd_sc_hd__nor4b_1 | 3 |
| sky130_fd_sc_hd__nor4_2 | 2 |
| sky130_fd_sc_hd__or3b_4 | 1 |
| sky130_fd_sc_hd__or4b_1 | 1 |
| sky130_fd_sc_hd__nor3_1 | 1 |
| sky130_fd_sc_hd__dlymetal6s2s_1 | 1 |
[repair_timing]
item | in CTS | in global routing
setup endpoints to repair | 3 | 1
resized | 12 | 1
pin swaps | 0 | 0
endpoints found under the hold margin | 0 | 0
[stage by stage]
step | utilization | std cells
final | 0.112 | 82
after global routing | 0.112 | 82
after CTS | 0.112 | 82
after detailed placement | 0.106 | 82
after global placement | 0.106 | 82
after floorplan | - | 22
[layer usage]
layer  GRT usage  wire length (um)  up-vias
li1            -                 -      119
met1      0.0363               422       95
met2      0.0201               224        9
met3     0.00682                54        0
met4           0                 0        0
met5           0                 0        -
Power is estimated from default activity; no workload was simulated.
